[design/flow/config.mk]
export PLATFORM = sky130hd
export DESIGN_NAME = alu
export DESIGN_NICKNAME = alu
export VERILOG_FILES = /design/flow/design.v
export SDC_FILE = /design/flow/constraint.sdc
export NUM_CORES = 4
export LEC_CHECK = 1
export CORE_AREA = 10 10 86 86
export DIE_AREA = 0 0 96 96
[design/flow/constraint.sdc]
current_design alu

set clk_period 7.0
set clk_io_pct 0.2

create_clock -name clk0 -period $clk_period

set non_clock_inputs [all_inputs -no_clocks]
set_input_delay [expr $clk_period * $clk_io_pct] -clock clk0 $non_clock_inputs
set_output_delay [expr $clk_period * $clk_io_pct] -clock clk0 [all_outputs]
[design/flow/design.v]
module alu #(
    parameter N = 8
) (
    input [N-1 : 0] a, b,
    input [2:0] f,
    output reg [N-1 : 0] y,
    output reg eq,
    neq,
    lt,
    lte,
    gt,
    gte
);
  always_comb begin
    y   = {N{1'b0}};
    eq  = 1'b0;
    neq = 1'b0;
    lt  = 1'b0;
    lte = 1'b0;
    gt  = 1'b0;
    gte = 1'b0;
    case (f)
      3'b000:  y = a & b;
      3'b001:  y = a | b;
      3'b010:  y = a + b;
      3'b100:  y = a & ~b;
      3'b101:  y = a | ~b;
      3'b110:  y = a - b;
      3'b111: begin
        eq  = (a == b);
        neq = (a != b);
        lt  = (a < b);
        lte = (a <= b);
        gt  = (a > b);
        gte = (a >= b);
      end
      default: y = {N{1'b0}};
    endcase
  end
endmodule
[design/flow/run.sh]
#!/bin/bash
# OpenROAD 26Q1-2900-gdf79404cd8, Yosys 0.63+post, stock flow scripts
make -C /OpenROAD-flow-scripts/flow DESIGN_CONFIG=/design/flow/config.mk WORK_HOME=/design/flow/orfs finish
==> deck_impl_summary.md <==
Run Summary

Outcome
  • Outcome: completed

Run
  • Max Cap Viol: 0
  • Tool warnings: about 40

Route
  • Post-route ant nets: 0
  • Avg Vias per Cell: about 4.5
  • Initial drt markers: ~42
  • Total wire length: 3.11 mm
  • DR vias: ~1100
  • Met3 wire length: roughly 180 um
  • Met1 WL: 1.58 mm
  • Routed wl met2: approximately 1.4 mm
  • Routed length per instance: 12.4 um
  • 1st-pass router iterations: 4
  • Diode count: 0
  • Top sig layer: met3
  • Post-route DRC: 0

Setup path
  • Worst Path Max Fanout: 4
  • Crit Path Class: primary input to output port
  • Critical Path RT: between 5 and 6 ns
  • Type of origin of the critical path: primary input
  • Setup crit end kind: output port
  • Arr. time, crit path: a little under 4 ns
  • Worst setup path startpoint: b[1]
  • Setup crit end: y[5]

Timing
  • Tmin final: between 5 and 6 ns
  • Worst-margin pin slew: between 0.7 and 0.8 ns
  • Fmax: around 190 MHz
  • Final Hold Fails: 0
  • Unrepaired setup endpoints after global routing: no
  • Final setup violation count: 0
  • Slew Limit Headroom: 47.1%
  • Final Max Tran Viols: 0
  • Period utilisation layout: 76.0%
  • Final hold slack: roughly 4 ns
  • Setup TNS: 0 ns

Placement
  • PortBufs: 33
  • DP Area: between 0.001 and 0.0015 mm^2
  • Placed instance count: between 200 and 300
  • Detailed Place HPWL: between 2 and 3 mm
  • RePlAce Congestion: roughly 0.85

Synthesis
  • Mux frac, synth: 1.95%
  • Most frequent cells after synthesis: 17 x nor2_1, 16 x a21oi_1, 16 x ha_1, 16 x inv_1
  • Yosys warns: 1
  • Top-area cell share: between 10% and 20%
  • Ys cells: ~150
  • Post-Syn Area per Cell: 6.65 um^2
  • Most common cell in the netlist: nor2_1
  • Yosys cell types: 39
  • Area fraction in xor and xnor cells: 5.98%
  • Yosys top cell by area: ha_1
  • Main logic family after synthesis: AND-OR/OR-AND gates
  • Post-synthesis adder-cell area fraction: between 20% and 30%
  • Post-Syn Area: ~0.001 mm^2
  • Post-synth seq share: 0%
  • Chip Area, Yosys: 0.00102 mm^2
  • Synthesized instance count: approximately 150
  • Biggest area cells: ha_1 20%, a21oi_1 7.8%, nor2_1 6.2%
  • And+or+nand+nor area frac: approximately a quarter
  • Compound Share, Synth: 33.2%

Die
  • Die ar.: between 0.009 and 0.01 mm^2
  • Die H: roughly 96 um
  • Core area: 0.00554 mm^2
  • Site Rows: 27
  • # IOs: 33
  • Die X: 96 um
  • Init Core Util: 18.5%

Finish
  • FF/Latch Area: 0 um^2
  • Fin cells: ~250
  • Share of layout cells above drive strength 1: roughly 1.1%
  • Fillers: around 630
  • Final instance area: between 0.001 and 0.0015 mm^2
  • Flip-flops: 0
  • Layout overhead on the synthesized area: 37.0%
  • CLK BUF: 0

Global routing
  • Initial antenna violation count: 0
  • Largest net degree at the start of global routing: 23
  • Vias in the first global route: ~1100
  • All-Layer GR Usage: 6.63%
  • First-pass GRT wire length: slightly above 5 mm
  • Total grt overflow: 0

Pwr
  • Pwr per Cell Area: 66.3 mW/mm^2
  • Sequential fraction of design power: 0%
  • Net Sw Frac: 48.7%
  • Switching Power: ~0.045 mW
  • Clock power frac: 0%
  • Internal: 0.0478 mW
  • Total Power: 0.0931 mW
  • Worst VDD drop: approximately 0.018 mV
  • Combinational Power Share: roughly 100%
  • Leak: about 0.56 nW

CTS
  • Post-CTS setup buffer count: 0
  • Cts hold-fix bufs: 0
  • Post-cts gate resize count: 0

Min path
  • Hold Path Class: primary input to output port
[kinds of logic (layout without fill, tap and decap cells)]
| logic type | Yosys count | in the layout |
|---|---|---|
| AND-OR/OR-AND | 53 | 53 |
| XOR/XNOR | 7 | 7 |
| adder cells (fa/ha/maj) | 19 | 19 |
| buffers and inverters | 25 | 50 |
| multiplexers | 2 | 2 |
| AND/OR/NAND/NOR | 48 | 48 |
[cells in the final DEF, fill, tap and decap left out]
| master | synthesis | layout |
|---|---|---|
| o32ai_1 | 1 | 1 |
| a211o_1 | 1 | 1 |
| o22ai_1 | 6 | 6 |
| o21ai_0 | 7 | 7 |
| o2111ai_1 | 1 | 1 |
| ha_1 | 16 | 16 |
| clkdlybuf4s50_1 | 0 | 33 |
| nor3b_2 | 1 | 1 |
| nand4_1 | 3 | 3 |
| nor2b_1 | 5 | 5 |
| nand2_1 | 4 | 4 |
| nand3b_1 | 2 | 2 |
| nand2b_1 | 3 | 3 |
| nor2_1 | 17 | 17 |
| a211oi_1 | 2 | 2 |
| o211ai_1 | 2 | 2 |
| o221ai_1 | 1 | 1 |
| inv_1 | 16 | 16 |
| nand3_1 | 3 | 3 |
| xnor2_1 | 5 | 5 |
| a311oi_1 | 1 | 1 |
| o21bai_1 | 1 | 1 |
| o31ai_1 | 3 | 3 |
| and3_1 | 1 | 1 |
| xor2_1 | 2 | 2 |
| buf_4 | 0 | 1 |
| a31oi_1 | 2 | 2 |
| maj3_1 | 1 | 1 |
| o311ai_0 | 2 | 2 |
| or3_1 | 1 | 1 |
| o21a_1 | 4 | 4 |
| o31a_1 | 1 | 1 |
| and2_1 | 1 | 1 |
| a21oi_1 | 16 | 16 |
| fa_1 | 2 | 2 |
| a21o_1 | 2 | 2 |
| mux2i_1 | 2 | 2 |
| nor3_1 | 7 | 7 |
[how the worst min path moves through the flow]
| stage | from | end | slack (ns) | cells past startpoint |
|---|---|---|---|---|
| 4_1_cts | a[0] | y[0] | 3.93 | 4 |
| 5_1_grt | a[2] | y[2] | 4.00 | 4 |
| 6_report | a[0] | y[0] | 3.92 | 4 |
[metrics by stage]
step	utilization [%]	setup slack, ns
2_1_floorplan	-	2.96
3_3_place_gp	25.3	1.60
3_5_place_dp	25.3	1.65
4_1_cts	25.3	1.63
5_1_grt	25.3	1.51
6_report	25.3	1.68
[per-layer routing]
layer / GRT usage, % / vias up
li1: - / 611
met1: 9.28 / 488
met2: 11.2 / 20
met3: 0.943 / 0
met4: 0.123 / 0
met5: 0 / -
[cell type report]
class	instances	area [um^2]	share of cell area (%)
repair buffers	34	338	24.1
well taps	72	90.1	6.42
inverters	16	60.1	4.28
multi-input cells	129	916	65.2
[power groups by stage]
stage	Clock (mW)	Sequential [mW]	Combinational, mW
final	0	0	0.0931
after global routing	0	0	0.106
after CTS	0	0	0.0942
[critical path: stages]
cell	delay, ns
clkdlybuf4s50_1	0.56
inv_1	0.10
ha_1	0.33
nor2b_1	0.17
o31ai_1	0.27
a21oi_1	0.13
o21a_1	0.20
o32ai_1	0.25
clkdlybuf4s50_1	0.52
Power and IR drop assume default switching activity.
