==> ./design.v <==
module shifter (
    input  logic [7:0] in,
    input  logic [3:0] shamt,
    input  logic [1:0] shtype,
    output logic [7:0] out
);
  wire [7:0] logical_shift_r, arithmatic_shift_r, shift_l;
  assign shift_l = in << shamt;
  assign logical_shift_r = in >> shamt;
  assign arithmatic_shift_r = $signed(in) >>> shamt;
  always_comb begin
    case (shtype)
      2'b00:   out = shift_l;
      2'b01:   out = logical_shift_r;
      2'b10:   out = arithmatic_shift_r;
      default: out = 8'b0;
    endcase
  end
endmodule
==> ./run.sh <==
#!/bin/bash
# OpenROAD 26Q1-2900-gdf79404cd8, Yosys 0.63+post, stock flow scripts
make -C /OpenROAD-flow-scripts/flow DESIGN_CONFIG=/design/flow/config.mk WORK_HOME=/design/flow/orfs finish
==> ./config.mk <==
export PLATFORM = sky130hd
export DESIGN_NAME = shifter
export DESIGN_NICKNAME = shifter
export VERILOG_FILES = /design/flow/design.v
export SDC_FILE = /design/flow/constraint.sdc
export NUM_CORES = 4
export LEC_CHECK = 1
export CORE_AREA = 10 10 84 84
export DIE_AREA = 0 0 94 94
==> ./constraint.sdc <==
current_design shifter

set clk_period 2.9
set clk_io_pct 0.2

create_clock -name clk0 -period $clk_period

set non_clock_inputs [all_inputs -no_clocks]
set_input_delay [expr $clk_period * $clk_io_pct] -clock clk0 $non_clock_inputs
set_output_delay [expr $clk_period * $clk_io_pct] -clock clk0 [all_outputs]
==> notes.md <==
The run has ended; figures from its reports follow.

The flow ran to the end, and the final reports show no timing, DRC or antenna violations. After technology mapping, the gate count stands at 124. The largest net degree at the start of global routing is 14. In the final layout, the share of cells above drive strength 1 is 36.3%. For this block, the initial DRC count from the detailed router was roughly 120.

The startpoint-to-endpoint class of the critical path is in -> out. 22 I/O pins were placed. The total of warnings raised by yosys came out at 1. Of all nets on the critical path, the largest fanout is 6. For this run the aggregate overflow at the end of global routing stands at 0.

The total half-perimeter wirelength after legalization and detailed placement came out at 2.81 mm. In the finished design the tool counted flip-flops and latches totalling 0. Across every metal layer, demand over resource in global routing totals 7.77%.

For reference, the critical path cell chain is dlygate4sd2_1 -> mux4_2 -> nand2_1 -> a21boi_1 -> o221ai_1 -> clkdlybuf4s50_1. The number of antenna diodes in the final layout is 0. Endpoints failing hold in the final report were tallied at 0. The overall die height is 94 microns.

The ratio of final minimum period to clock period came out at a little over nine tenths. The most frequent logic cell in the layout is buf_4. The footprint of the flip-flops and latches is 0 sq um. The remaining max-slew budget at the tightest pin came out at 79.1%.

According to the Yosys statistics, the synthesized design has a chip area of 841 sq um. The cts-stage hold buffer count came out at 0. Yosys stat counts 124 cells in the synthesized netlist. The clock period minus worst slack came out at approximately 2.8 ns.

Summed over all cells, the static leakage comes to between 0.6 and 0.7 nW. The tally of clock buffers in the finished layout came out at 0. The highest clock frequency the design can meet is 355 MHz. The areal power density over the cells is 140 mW/mm^2.

The final RePlAce weighted congestion is 0.941. The width of the chip is ~94 microns. The multi-input combinational cells in the finished layout cover a total of between 700 and 800 sq um. The tool flagged a number of max-cap violations equal to 0. The cell at the slowest stage of the critical path is mux4_2. Grouping stages by cell kind, the critical path spends the most delay in buffers and inverters. The data required time of the worst path is between 2 and 2.5 ns. The number of antenna violations at the first check in global routing came out at 0. The arrival time of data at the worst endpoint is listed as 2.24 ns. The last timing report of the flow puts the setup violation total at 0. The initial cell density of the core is 16.2%. The average vias per placed instance came out at 4.82. The mapped cell area is 841 sq um. The worst setup path is launched from an input port. Once layout is complete, the utilization of the core stands at 28.4%. The number of buffers and inverters on the critical path came out at 2. The post-detailed-route DRC marker count came out at 0. For reference, the placement row count at floorplan is 26.

Nets still carrying antenna violations after routing amount to 0. The standard cell core area is 0.00520 sq mm. The portion of the post-synthesis area used by sequential elements came out at 0%. The average wire per cell in the routed design came out at approximately 14 microns. For the pin with the worst max-slew slack, the measured transition is a little over 0.3 ns. The final layout reports a setup TNS of 0 ns. The worst vdd rail ir drop is 0.0701 mV. After filler insertion, the fill cell instance count of the layout stands at 569. STA classifies the critical path endpoint as an output port.

The vias after detailed routing came out at 1,201. The total chip power is 0.207 mW. The global-route wire length before repair came out at ~5.7 mm. The total number of warnings across the stage logs came out at 32. The number of global-route vias before repair is 1,140. The count of input and output buffers is 22. The number of iterations in the first detailed-routing pass came out at 4. Setup repair after global routing left no endpoint under its margin. After detailed placement, the total cell area comes to ~0.0014 sq mm. The finished layout cell area came out at 0.00148 sq mm. The unique cell type count in the Yosys netlist came out at 38. In this run the full chip footprint comes out at 0.00884 sq mm.

Dividing the synthesized area by the synthesized cell count gives 6.78 sq um. STA reports the tightest min-delay check as being of type in -> out. By instance count after routing, the leading logic cell types are 44 x buf_4, 14 x mux2i_1, 13 x dlygate4sd2_1. The highest cell delay on the worst timing path came out at 0.50 ns. The final max-slew violation count came out at 0. The total routed wirelength came out at 3.52 mm. The synthesis-to-layout area growth came out at 75.7%.
-- metrics by stage --
stage               hold WS (ns)  std cells  worst slack [ns]
floorplan                   1.24        124             0.797
global placement            2.33        244            -0.249
detailed placement          2.32        244            -0.242
CTS                         2.04        249           0.00295
global route                1.76        249           0.00453
finish                      1.68        249            0.0849
-- per-layer routing --
layer / part of all wire, % / global-route usage, % / wire length (microns)
met5: 0 / 0 / 0
met3: 6.3 / 0.565 / 222
met2: 45 / 12.6 / 1580
met1: 48 / 11.4 / 1690
met4: 0.51 / 0.380 / 18
-- layout make-up --
class,instances,area share (%)
multi-input cells,105,52.0
repair buffers,69,40.8
well taps,70,5.93
inverters,5,1.27
-- synth_stat cells, drive strengths merged --
master	instances	share of area, %
o22ai	1	0.74
or3	1	0.74
or4	2	1.8
a31o	1	1.0
mux4	3	8.0
nor2	9	4.0
or2	1	1.0
o2111ai	1	1.0
nand2	11	4.9
a21oi	12	7.1
mux2i	14	17
and3	1	0.74
nand4	1	0.74
o31ai	2	1.8
nand3	4	2.4
o221ai	1	1.0
a21boi	1	0.89
o211ai	2	1.8
o21ai	6	3.6
o211a	1	1.2
nand2b	8	6.8
nor2b	1	0.74
inv	5	2.2
a32oi	1	1.0
nand4b	1	1.0
clkbuf	3	1.3
o311ai	1	1.0
a221oi	4	4.2
buf	11	8.9
a21o	1	0.89
nor3	5	3.0
a211oi	3	2.7
nor4b	1	1.8
a31oi	4	3.0
-- report_power, final --
group / switching [mW] / internal [mW]
clock network: 0 / 0
registers: 0 / 0
logic: 0.0935 / 0.114
total: 0.0935 / 0.114
-- worst paths after layout --
path | endpoint | cells after the start | startpoint | slack [ns]
max | out[4] | 6 | in[7] | 0.08
min | out[5] | 4 | shamt[2] | 1.68
-- cells by family after synthesis --
logic type,count (synthesis),share of synthesized area [%]
mux,17,24.7
buf+inv,19,12.5
compound gates,42,33.0
simple gates,46,29.8
-- timing repair --
item / CTS / global route
gates resized: 25 / 8
pin swaps: 1 / 1
endpoints found under the setup margin: 8 / 4
hold endpoints to repair: 0 / 0
cloned: 1 / 0
buffers inserted: 4 / 0
Power is estimated from default activity; no workload was simulated.
