==> flow/design.v <==
module ram #(
    parameter int ADDR_WIDTH = 6,
    parameter int DATA_WIDTH = 32
) (
    input logic clk,
    input logic write_en,
    input logic [ADDR_WIDTH-1:0] adr,
    input logic [DATA_WIDTH-1:0] din,
    output logic [DATA_WIDTH-1:0] dout
);
  logic [DATA_WIDTH-1:0] mem[2**ADDR_WIDTH];
  always_ff @(posedge clk) begin
    if (write_en) begin
      mem[adr] <= din;
    end
  end
  assign dout = mem[adr];
endmodule
==> flow/run.sh <==
#!/bin/bash
# OpenROAD 26Q1-2900-gdf79404cd8, Yosys 0.63+post, stock flow scripts
make -C /OpenROAD-flow-scripts/flow DESIGN_CONFIG=/design/flow/config.mk WORK_HOME=/design/flow/orfs finish
==> flow/config.mk <==
export PLATFORM = sky130hd
export DESIGN_NAME = ram
export DESIGN_NICKNAME = ram
export VERILOG_FILES = /design/flow/design.v
export SDC_FILE = /design/flow/constraint.sdc
export NUM_CORES = 4
export LEC_CHECK = 1
export CORE_UTILIZATION = 40
==> flow/constraint.sdc <==
current_design ram

set clk_period 40.2
set clk_io_pct 0.2

create_clock -name clk0 -period $clk_period [get_ports {clk}]

set non_clock_inputs [all_inputs -no_clocks]
set_input_delay [expr $clk_period * $clk_io_pct] -clock clk0 $non_clock_inputs
set_output_delay [expr $clk_period * $clk_io_pct] -clock clk0 [all_outputs]
==> Slide: Implementation Results <==
Implementation Results

Logic synthesis
  – Post-synth EDFFs: 2,048
  – Synth warn: 1
  – Post-synth top area cell: edfxtp_1
  – Distinct lib cells: 55
  – Async SR Flop Fraction: 0%
  – Mapped Cells: 4,207
  – Seq/Total Area, Yosys: 78.6%
  – Top area cell types: edfxtp_1, mux2i_1, mux4_2
  – YS chip area: about 78,000 sq um
  – Ys flop type: edfxtp_1
  – Synth Area per Inst: 18.6 sq um
  – Yosys Instances: 4,207
  – Share of the synthesized area in the top cell type: 78.6%
  – Synth Register Bits: slightly above 2,000
  – Mapped cell area: 78,300 sq um

Routing
  – Drt total wl: 219,000 microns
  – DR vias: about 42,000
  – DR vias/cell: 5.95
  – Post-DR wirelength/cell: approximately 31 microns
  – Drt pass-1 iters: 6
  – Initial DRC count: 3,168
  – DRT antenna net count: 0
  – WL met3: 37,600 microns
  – WL met2: 99,300 microns
  – # DRC: 0
  – Met1 WL: 73,300 microns
  – DR top layer: met5

Clock tree
  – Clock Pin Slew Worst Setup and Hold Paths: about 0.06 ns
  – CTS tree: done
  – Clock buffer depth: 3
  – Setup bufs post-CTS: 0
  – Clock buffer count from CTS: 202
  – Post-CTS resize count: 0
  – CTS H-tree lvls: 4
  – Root Driver: clkbuf_16
  – CTS Sinks: 2,048
  – Hold-fix buffers, CTS: 0

Run
  – Log Warnings: 26
  – MaxCap Viol Count: 0

Final timing
  – Hold WS: between 7 and 8 ns
  – Number of setup violations in the final report: 0
  – RSZ-0062 raised after global routing: false
  – Fin. Hold Viols: 0
  – Post-route clock period utilization: 53.1%
  – Fin. max-slew vios: 0
  – Final min period: roughly 21 ns
  – Worst-Margin Slew: ~1.2 ns
  – Setup TNS: 0 ns
  – Slew margin rel.: between 10% and 20%
  – Peak Freq: 46.9 MHz

Finish
  – Most frequent logic cell in the layout: edfxtp_1
  – Fill cells: 16,100
  – Layout cells sized above 1: 18.1%
  – Top cells excl fill/tap: edfxtp_1, mux2i_1, clkbuf_16
  – Finished Layout Cells: 7,084
  – Top reg by flops: mem
  – Top Registers: mem x2048
  – Area Growth Syn to Fin: 13.7%
  – Max reg flops: 2,048

Global routing
  – Total GRT Usage: between 20% and 30%
  – Vias in the first global route: 44,600
  – Global-route wire length before repair: 315,000 microns
  – Grt total ovfl: 0
  – Initial antenna violation count: 5
  – Largest net degree at the start of global routing: 97

Placed design
  – DP HPWL: 122,000 microns
  – Placed Instances: 6,715
  – Placer congestion estimate: 0.894
  – Port bufs: 71

Floorplan
  – Die y size: 444 microns
  – Die width: 444 microns
  – Core area: 195,000 sq um
  – Fp util: roughly two fifths
  – DIE AREA: 197,000 sq um
  – Std-Cell Rows: ~160
  – IO Count: 72

Setup path
  – Slowest Stage Delay on Critical Path: between 1 and 1.5 ns
  – Critical path class: in2out
  – Crit path cell chain: buf_8, buf_4, buf_4, buf_12, buf_4, mux4_2, nand3_1, o311ai_0, a2111oi_0, nand4_1, clkdlybuf4s50_1
  – CP arrival: ~13 ns
  – Startpoint types: input pin
  – Most Frequent Cell on Critical Path: buf_4
  – Required time worst endpoint: 32.16 ns
  – CP max-delay cell: a2111oi_0
  – Crit end category: output pin
  – Crit path max fanout: 80

Power
  – Leak: 28.2 nW
  – Max VDD drop: 46.2 uV
  – Pwr dens: 49.1 nW/um^2
  – Power consumption: 0.00437 W

Status
  – Status: complete, no violations

Min path
  – Worst Hold Class: in2reg
## worst max-delay path: cells and delay by family
family	cells	cell delay (ns)
AND/OR/NAND/NOR	2	0.59
multiplexers	1	0.36
AND-OR/OR-AND	2	1.23
buffers and inverters	6	2.94
## cells in the mapped netlist (4+ instances only)
| library cell | count |
|---|---|
| edfxtp_1 | 2048 |
| mux2i_1 | 259 |
| a22oi_1 | 188 |
| a221oi_1 | 175 |
| clkbuf_1 | 168 |
| mux2_2 | 147 |
| nor2_1 | 145 |
| a21oi_1 | 121 |
| mux4_2 | 96 |
| o22ai_1 | 93 |
| and3_1 | 85 |
| o21ai_0 | 84 |
| buf_2 | 83 |
| o22a_1 | 70 |
| a22o_1 | 66 |
| nand3_1 | 54 |
| a31oi_1 | 43 |
| buf_1 | 33 |
| nand2_1 | 28 |
| nor3_1 | 22 |
| nand2b_1 | 18 |
| a211oi_1 | 17 |
| a222oi_1 | 16 |
| a2111oi_0 | 15 |
| a221o_1 | 15 |
| o2bb2ai_1 | 15 |
| or4_1 | 15 |
| nor4_1 | 14 |
| or4b_1 | 14 |
| buf_4 | 8 |
| nor2b_1 | 8 |
| o221ai_1 | 6 |
| and2_1 | 5 |
| or3_1 | 4 |
## final timing paths
check             startpoint          end  slack [ns]  cells past startpoint
hold / removal       din[28]  mem[28][28]        7.59                      1
setup / recovery      adr[2]      dout[0]       18.86                     11
## final cells by class
cell class,count,area [sq um],share of cell area [%]
antenna,1,2.50,0.00281
tap,2542,3180,3.57
clock inverter,111,791,0.889
timing repair buffer,264,2080,2.33
multi-input combinational,1859,16100,18.1
clock buffer,257,5350,6.01
inverter,2,15.0,0.0169
sequential,2048,61500,69.1
## power breakdown
| group | internal, W | switching [W] | total (W) | leakage (nW) |
|---|---|---|---|---|
| clock network | 0.000982 | 0.000784 | 0.00177 | 2.99 |
| registers | 0.00236 | 0.00000294 | 0.00237 | 18.4 |
| logic | 0.0000749 | 0.000163 | 0.000238 | 6.83 |
| total | 0.00342 | 0.000950 | 0.00437 | 28.2 |
## logic make-up (layout without fill, tap and decap cells)
logic type,after synthesis,in the layout,synth area share [%]
AOI/OAI and AO/OA,933,933,8.73
DFF,2048,2048,78.6
other,0,1,0
muxes,502,502,8.19
and+or+nand+nor,424,424,2.83
buffers and inverters,300,634,1.70
## stage by stage
stage	setup WS (ns)	util [%]	area [sq um]
floorplan	22.01	-	78300
global placement	19.00	42.6	82800
detailed placement	19.02	42.6	82800
CTS	19.02	45.7	89000
global route	18.70	45.7	89000
finish	18.86	45.7	89000
## per-layer routing
metal  GRT usage [%]  vias up
met1            29.5    21000
met3            18.4      450
met2            34.5     2780
met4            7.29       24
li1                -    17900
met5            2.91        -
Power and IR drop assume default switching activity.
